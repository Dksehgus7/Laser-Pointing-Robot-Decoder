==> design.v <==
module clock_divider(input logic [31:0] divider, input logic base_clock, output logic clock);
logic [31:0] counter = 32'd0;
always_ff@(posedge base_clock) begin
  counter <= counter + 1;
  if(counter >= (divider/2)) begin
    clock <= ~clock;
    counter <= 32'b0;
  end
end
endmodule
==> run.sh <==
#!/bin/bash
# OpenROAD 26Q1-2900-gdf79404cd8, Yosys 0.63+post, stock flow scripts
make -C /OpenROAD-flow-scripts/flow DESIGN_CONFIG=/design/flow/config.mk WORK_HOME=/design/flow/orfs finish
==> config.mk <==
export PLATFORM = sky130hd
export DESIGN_NAME = clock_divider
export DESIGN_NICKNAME = clock_divider
export VERILOG_FILES = /design/flow/design.v
export SDC_FILE = /design/flow/constraint.sdc
export NUM_CORES = 4
export LEC_CHECK = 1
export CORE_AREA = 10 10 112 112
export DIE_AREA = 0 0 122 122
==> constraint.sdc <==
current_design clock_divider

set clk_period 7.7
set clk_io_pct 0.2

create_clock -name clk0 -period $clk_period [get_ports {base_clock}]

set non_clock_inputs [all_inputs -no_clocks]
set_input_delay [expr $clk_period * $clk_io_pct] -clock clk0 $non_clock_inputs
set_output_delay [expr $clk_period * $clk_io_pct] -clock clk0 [all_outputs]
==> impl_metrics.py <==
# Synthesis and PnR figures
metrics = {
    "clocking": {
        "ctsHoldBuffers": 0,
        "clk_path_buf_depth": 2,
        "clk_pin_slew_worst_paths_ns": 0.07,
        "numCtsBuffers": 5,
        "postCtsResizedCells": 0,
        "clkLatencyLatePin_ns": 0.28,
        "root_buffer": "clkbuf_8",
        "h-tree-depth": 2,
        "post_cts_buffers": 0,
        "clock_sinks": 33,
        "cts_tree": "done",
    },
    "pwr": {
        "leakagePower_nw": 1.36,
        "switching_share_pct": 20.6,
        "intPower_mw": 0.261,
        "comb_power_share_pct": 8.7,
        "p_clk_share_pct": 39.3,
        "power.switching_mw": 0.0679,
        "p_per_area_mw_per_mm2": 113,
        "p_seq_share_pct": 52.1,
        "peakVddDrop_mv": 0.0638,
        "power_mw": 0.329,
    },
    "routing": {
        "firstDrtPassIters": 4,
        "vias": 1907,
        "routed_wl_um": 5030,
        "drcViolationCount": 0,
        "vias_per_cell": 4.36,
        "wl_per_cell_um": 11.5,
        "ant_nets": 0,
        "first_iter_violations": 82,
        "diodes": 0,
    },
    "place": {
        "dpl.hpwl_um": 3850,
        "dp_slack_ns": 3.26,
        "dpl_cell_area_mm2": 0.00282,
        "place_inst": 430,
        "gp_congestion": 0.820,
        "port_buffers": 32,
    },
    "critical_path": {
        "r2r-start": "counter[13]",
        "endpoint_kind": "register",
        "cpMaxStageDelayCell": "a31oi_2",
        "start_kind": "primary input",
        "crit_fanout": 24,
        "arrival_ns": 4.12,
        "worstSetupStartpoint": "divider[15]",
        "crit_buf_inv": 3,
        "critPathKind": "in2reg",
        "required_ns": 7.70,
        "slowest_delay_ns": 0.52,
        "crit_chain": "clkdlybuf4s50_1 > inv_1 > ha_1 > and4_1 > nand3_1 > a221o_1 > a31oi_2 > buf_4 > or2_2",
        "cpLargestDelayFamily": "buffers and inverters",
    },
    "die": {
        "die_area_mm2": 0.0149,
        "die_w_um": 122,
        "fp_util_pct": 22.9,
        "fp-row-count": 37,
        "io_pins": 34,
        "coreArea_mm2": 0.0102,
        "die_h_um": 122,
    },
    "sta": {
        "finalMaxSlewViolations": 0,
        "setup_ws_ns": 3.58,
        "worst_slew_pin_slew_ns": 0.660,
        "finalSetupTns_ns": 0,
        "skew_ns": 0.00541,
        "fmax_mhz": 243,
        "fin_crit_ns": 4.12,
        "slew-limit-headroom_pct": 55.7,
        "final-hold-violation-count": 0,
        "rsz0062_at_grt": "no",
        "worst_hold_slack_ns": 0.518,
        "setup_viol": 0,
        "timing.final.crit_share_pct": 53.5,
    },
    "flow_run": {
        "warning_count": 26,
        "maxCapViolations": 0,
    },
    "layout": {
        "seqCellArea_um2": 671,
        "nFillCells": 1047,
        "fin_util_pct": 28.4,
        "comb_area_mm2": 0.00151,
        "final_layout_size_suffix_gt1_share_pct": 9.63,
        "area_growth_pct": 24.2,
        "final_area_mm2": 0.00290,
        "fin_cells": 437,
    },
    "logic_synthesis": {
        "ys.flops": 33,
        "synth_area_mm2": 0.00234,
        "syn_avg_cell_area_um2": 8.79,
        "yosysSeqAreaShare_pct": 28.7,
        "yosysUniqueCellTypes": 35,
        "synth_stat.cells": 266,
        "yosys_area_mm2": 0.00234,
        "ys.warnings.count": 1,
        "postSynthCellCount": 266,
    },
    "global_routing": {
        "grt_pass1_vias": 1853,
        "grt_pass1_wl_um": 8690,
        "grt_max_degree": 33,
        "grt-ovfl-total": 0,
        "grt_usage_pct": 6.93,
        "antenna_found_initial": 0,
    },
    "hold_path": {
        "hp-start": "counter[0]",
        "hold_class": "reg2reg",
    },
    "status": {
        "status": "finished clean",
    },
}
-- placed cells by master, fill, tap and decap left out, drive strengths merged, types with 4 or more instances in the layout --
| cell type | synthesis | layout |
|---|---|---|
| and3 | 6 | 6 |
| nor4 | 4 | 4 |
| nand3 | 19 | 19 |
| nand2 | 18 | 18 |
| clkdlybuf4s50 | 0 | 32 |
| dfxtp | 32 | 32 |
| nor3 | 32 | 32 |
| o21ai | 6 | 6 |
| xor2 | 28 | 28 |
| clkbuf | 2 | 7 |
| inv | 34 | 34 |
| nor2 | 4 | 4 |
| ha | 32 | 32 |
| a21oi | 11 | 11 |
| and4 | 7 | 7 |
| nand4 | 10 | 10 |
-- synthesized netlist by cell type, drive strengths merged --
library cell	number	area (um2)
nor4	4	76.3
xnor2	2	17.5
xor2	28	245
nand4b	1	8.76
a21o	2	15.0
o21bai	1	7.51
a31oi	1	12.5
inv	34	128
and4	7	61.3
or2	1	6.26
a221oi	1	8.76
nand3	19	113
nor2	4	15.0
and2	2	12.5
nor3b	1	7.51
nand3b	2	15.0
edfxtp	1	30.0
clkbuf	2	7.51
nand2	18	67.6
o21ai	6	30.0
nand4	10	62.6
buf	4	22.5
o2111ai	1	8.76
nor3	32	215
ha	32	400
dfxtp	32	641
a21oi	11	55.1
a221o	1	10.0
and3	6	38.8
-- cell families after synthesis --
group | count (synthesis) | share of synthesized area, %
compound gates | 24 | 6.31
xor+xnor | 30 | 11.2
fa+ha+maj | 32 | 17.1
buf+inv | 40 | 6.74
flops | 33 | 28.7
simple gates | 107 | 29.9
-- flip-flops by register name (all words and copies together) (netlist names) --
| signal | cells |
|---|---|
| counter | 32 |
| clock | 1 |
-- area by class of cell --
cell class	count	share of cell area (%)
Sequential cell	33	23.1
Inverter	34	4.39
Clock buffer	7	2.97
Timing Repair Buffer	34	11.5
Tap cell	136	5.86
Multi-Input combinational cell	193	52.1
-- final timing paths --
path,cells after the start,slack [ns],to
hold / removal,1,0.52,counter[0]
setup reg to reg,7,4.95,clock
setup / recovery,9,3.58,clock
hold reg to reg,1,0.52,counter[0]
-- metal layers --
layer	part of all wire, %	global-route usage [%]	wire length (um)	vias to the layer above
met5	0	0	0	-
met2	40	9.89	2010	33
li1	-	-	-	1002
met1	52	10.3	2630	865
met4	1.0	0.894	52	0
met3	6.5	2.21	328	7
-- power groups by stage --
stage	sequential (mW)	combinational, mW	clock, mW
final	0.171	0.0285	0.129
after global routing	0.171	0.0329	0.138
after CTS	0.171	0.0291	0.134
Power and IR drop assume default switching activity.
